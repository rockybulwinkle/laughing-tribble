`./run.sh`:
```
#!/bin/bash
# OpenROAD 26Q1-2900-gdf79404cd8, Yosys 0.63+post, stock flow scripts
make -C /OpenROAD-flow-scripts/flow DESIGN_CONFIG=/design/flow/config.mk WORK_HOME=/design/flow/orfs finish
```
`./config.mk`:
```
export PLATFORM = sky130hd
export DESIGN_NAME = uart
export DESIGN_NICKNAME = uart
export VERILOG_FILES = /design/flow/design.v
export SDC_FILE = /design/flow/constraint.sdc
export NUM_CORES = 4
export LEC_CHECK = 1
export CORE_AREA = 10 10 83 83
export DIE_AREA = 0 0 93 93
```
`./constraint.sdc`:
```
current_design uart

set clk_period 2.9
set clk_io_pct 0.2

create_clock -name clk0 -period $clk_period [get_ports {clk}]

set non_clock_inputs [all_inputs -no_clocks]
set_input_delay [expr $clk_period * $clk_io_pct] -clock clk0 $non_clock_inputs
set_output_delay [expr $clk_period * $clk_io_pct] -clock clk0 [all_outputs]
```
`./design.v`:
```
`timescale 1ns / 1ps
module uart(
		clk,
		tx_start,
		tx_ready,
		tx_byte,
		tx_sending,
		tx_output
    );
input clk;
input tx_start;
input [7:0] tx_byte;
output reg tx_ready;
output reg tx_sending;
output tx_output;
reg [7:0] tx_data;
wire [10:0] tx_full;
reg [1:0] tx_state;
reg [1:0] tx_next_state;
reg [3:0] tx_output_byte_index;
initial begin
	tx_ready <= 1;
	tx_state <= 0;
	tx_sending <= 0;
	tx_next_state <= 0;
	tx_output_byte_index <= 0;
	tx_data <= 0;
end
assign tx_full = {1'b1, tx_data[7:0], 1'b0, 1'b1};
assign tx_output = tx_full[tx_output_byte_index];
always @(posedge clk) begin
	case (tx_state)
		0: tx_next_state <= tx_start? 2'd1 : 2'd0;
		1: tx_next_state <= 2'd2;
		2: tx_next_state <= tx_output_byte_index > 14? 2'd0 : 2'd2;
		3: tx_next_state <= 3'd3;
	endcase
end
always @ (posedge clk) begin
	tx_state <= tx_next_state;
end
always @ (posedge clk) begin
	case (tx_state)
		2: tx_output_byte_index <= tx_output_byte_index+1;
		default: tx_output_byte_index <= 0;
	endcase
end
always @(*) begin
	case (tx_state)
		0: begin
				tx_ready <= 1;
				tx_sending <= 0;
				tx_data <= 8'd255;
			end
		1: begin
				tx_ready <= 0;
				tx_data <= tx_byte;
				tx_sending <= 1;
			end
		2: begin
				tx_ready <= 0;
				tx_data <= tx_data;
				tx_sending <= 1;
			end
		3: begin
				tx_ready <= 0;
				tx_sending <= 0;
				tx_data <= 8'd0;
			end
	endcase
end
endmodule
```
==> run summary <==
Reg2reg setup slack = 1.64 ns
Drt wl/cell = 7.99 µm
Iter 0 DRT Violations = 20
Tcrit/Tclk final = 90.3%
Clk buf depth = 2
Reg power frac = 39.3%
Final Setup Violations = 0
Summed standard-cell area reported by yosys = 606 µm²
Ys cells = 57
I/O pins = 13
Fp util = 11.8%
Largest net degree at the start of global routing = 14
Avg Cell Area, Syn = 10.6 µm²
Int Power = 0.000514 W
Routability cong. = 0.728
Sw Ratio = 30.2%
Hold_sp = tx_next_state[1]
Final ANT Viol Nets = 0
Initial antenna violation count = 0
TritonCTS clock tree = built
DIE HEIGHT = 93 µm
Register pins left without a clock = 8
Status = complete, no violations
Die width = 93 µm
Drt total wl = 1120 µm
Core ar. = 5140 µm²
Fill cells = 600
Synth warn = 1
Placed insts = 137
Clock Power Share = 17.7%
Relative slew slack = 66.6%
Hold_ws = 0.320 ns
Slew Limit Fails = 0
P&R area growth vs syn = 38.6%
Reg clk slew, reported paths = 0.04 ns
Registers, synthesis = 16
GRT Resource Usage Total = 2.90%
HPWL after DPL = 899 µm
Max-cap viol count = 0
Mapped Cells = 57
Vias per cell = 3.04
Combinational share of power = 43.1%
H-tree depth = 1
Clock skew = 0.00147 ns
Hold-fix buffers, CTS = 0
Crit path from = tx_output_byte_index[0]
Post-CTS Resized = 0
DR vias = 425
Insertion Delay late pin = 0.22 ns
Final worst setup slack = 0.282 ns
CTS root buf = clkbuf_8
Gr ovfl total = 0
Crit-path max FO = 9
Max Fclk = 382 MHz
Post-CTS Setup Repair Bufs = 0
Placement Rows = 26
Number of unconstrained endpoints = 8
Number of I/O port buffers = 12
Final count of hold timing violations = 0
Worst setup path category = register to primary output
P_leak = 0.354 nW
Area of the die = 8650 µm²
Cell Type Count = 24
Diodes inserted = 0
RSZ-0062 raised after global routing = no
Tool warning count = 29
Pre-CTS setup slack = 0.504 ns
Crit path DRT = 2.32 ns
Crit path DAT = 2.04 ns
DRC = 0
Final TNS setup = 0 ns
Initial DRT Pass Iterations = 3
Cell Area, Synth = 606 µm²
Finished Core Util = 16.3%
Total CTS buffers = 3
Period minus WS final = 2.62 ns
CP Launch Type = register
Vias in the first global route = 494
Least-Margin Pin Slew = 0.500 ns
RR Startpoint = tx_output_byte_index[0]
Fraction of layout cells with a size suffix above 1 = 8.57%
Global-route wire length before repair = 2080 µm
Non-Filler Instances = 140
PwrDens = 877 nW/µm²
Worst-case vdd ir drop = 0.000375 V
Net Switching = 0.000222 W
Capturing element type of the critical path = primary output
Hold WC Path Type = register to register
[cell type report]
| cell class | instances | area (µm²) | share of cell area, % |
|---|---|---|---|
| repair buffers | 12 | 120 | 14.3 |
| inverters | 4 | 15.0 | 1.79 |
| clock buffers | 3 | 41.3 | 4.92 |
| multi-input cells | 35 | 295 | 35.2 |
| well taps | 70 | 87.6 | 10.4 |
| flip-flops and latches | 16 | 280 | 33.4 |
[path summary, 6_finish.rpt]
check,endpoint,depth (start not counted)
setup / recovery,tx_output,3
setup reg to reg,tx_next_state[1],5
hold / removal,tx_state[1],0
hold reg to reg,tx_state[1],0
[metrics by stage]
step | total power [W] | instance area (µm²)
after floorplan | 0.000492 | 606
after global placement | 0.000612 | 798
after detailed placement | 0.000617 | 798
after CTS | 0.000754 | 840
after global routing | 0.000818 | 840
final | 0.000736 | 840
[worst max-delay path, cell delays in order (launching register included)]
cell	delay [ns]
dfxtp_1	0.47
mux4_2	0.54
a311o_1	0.37
clkdlybuf4s50_1	0.43
[power groups by stage]
stage | sequential (W) | clock (W) | combinational [W]
after CTS | 0.000290 | 0.000134 | 0.000330
after global routing | 0.000300 | 0.000145 | 0.000373
final | 0.000289 | 0.000130 | 0.000317
[cells in the mapped netlist (all sizes together)]
| master | instances | area, µm² |
|---|---|---|
| dlxtn | 8 | 120 |
| a311o | 1 | 10.0 |
| nor3b | 1 | 7.51 |
| mux2 | 1 | 11.3 |
| nor2 | 2 | 7.51 |
| a21oi | 2 | 10.0 |
| nor3 | 1 | 5.00 |
| and2b | 1 | 8.76 |
| nand4b | 1 | 8.76 |
| inv | 4 | 15.0 |
| and2 | 2 | 12.5 |
| xnor2 | 1 | 8.76 |
| nand2b | 1 | 6.26 |
| dfxtp | 8 | 160 |
| nor2b | 1 | 6.26 |
| xor2 | 1 | 8.76 |
| a21o | 8 | 60.1 |
| nand2 | 1 | 3.75 |
| a2111oi | 2 | 17.5 |
| mux4 | 1 | 22.5 |
| buf | 1 | 11.3 |
| clkbuf | 1 | 3.75 |
| nand3 | 1 | 5.00 |
| ha | 6 | 75.1 |
[flip-flops by register name (all words and copies together), names as in the netlist]
name                  count
tx_output_byte_index      4
tx_data                   8
tx_next_state             2
tx_state                  2
[cell families (layout without fill, tap and decap cells)]
group / count (synthesis) / count (layout) / share of synthesized area, %
and+or+nand+nor: 12 / 12 / 11.8
AOI/OAI and AO/OA: 13 / 13 / 16.1
adders and majority gates: 6 / 6 / 12.4
DFF: 8 / 8 / 26.4
buffers and inverters: 6 / 19 / 4.96
muxes: 2 / 2 / 5.58
xor gates and xnor gates: 2 / 2 / 2.89
latches: 8 / 8 / 19.8
[metal layers]
metal	up-vias	wire (µm)	GRT usage, %
met5	-	0	0
met4	0	6	0.257
met2	11	469	4.73
met3	2	93	1.62
li1	222	-	-
met1	190	550	3.38
[layout by cell type (no fill, tap or decap), types with 2 or more instances in the layout]
master | Yosys | layout
clkdlybuf4s50_1 | 0 | 12
nor2_1 | 2 | 2
a2111oi_0 | 2 | 2
and2_1 | 2 | 2
dfxtp_1 | 8 | 8
clkbuf_8 | 0 | 3
a21o_1 | 8 | 8
a21oi_1 | 2 | 2
ha_1 | 6 | 6
inv_1 | 4 | 4
dlxtn_1 | 8 | 8
No activity file was given, so power comes from the tool's default toggle rates.
